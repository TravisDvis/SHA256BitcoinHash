--- design/flow/design.v ---
module bitcoin_hash (input logic        clk, reset_n, start,
                     input logic [15:0] message_addr, output_addr,
                    output logic        done, mem_clk, mem_we,
                    output logic [15:0] mem_addr,
                    output logic [31:0] mem_write_data,
                     input logic [31:0] mem_read_data);
parameter NUM_NONCES = 8;
enum logic [3:0] {IDLE, READ, BLOCK1, COMPUTE1, FURTHERPROCESSING, BLOCK2, COMPUTE2, BLOCK3, COMPUTE3, WRITE} state;
logic [31:0] w[16];
logic [31:0] wn[NUM_NONCES][16];
logic [31:0] message[19:0];
logic [ 7:0] i,j;
logic [ 1:0] pass;
logic [31:0] n;
logic [15:0] offset;  
logic        cur_we;
logic [15:0] cur_addr;
logic [31:0] cur_write_data;
logic [512:0] memory_block[2];
logic [ 7:0] tstep;
assign mem_clk = clk;
assign mem_addr = cur_addr + offset;
assign mem_we = cur_we;
assign mem_write_data = cur_write_data;
parameter int k[64] = '{
    32'h428a2f98,32'h71374491,32'hb5c0fbcf,32'he9b5dba5,32'h3956c25b,32'h59f111f1,32'h923f82a4,32'hab1c5ed5,
    32'hd807aa98,32'h12835b01,32'h243185be,32'h550c7dc3,32'h72be5d74,32'h80deb1fe,32'h9bdc06a7,32'hc19bf174,
    32'he49b69c1,32'hefbe4786,32'h0fc19dc6,32'h240ca1cc,32'h2de92c6f,32'h4a7484aa,32'h5cb0a9dc,32'h76f988da,
    32'h983e5152,32'ha831c66d,32'hb00327c8,32'hbf597fc7,32'hc6e00bf3,32'hd5a79147,32'h06ca6351,32'h14292967,
    32'h27b70a85,32'h2e1b2138,32'h4d2c6dfc,32'h53380d13,32'h650a7354,32'h766a0abb,32'h81c2c92e,32'h92722c85,
    32'ha2bfe8a1,32'ha81a664b,32'hc24b8b70,32'hc76c51a3,32'hd192e819,32'hd6990624,32'hf40e3585,32'h106aa070,
    32'h19a4c116,32'h1e376c08,32'h2748774c,32'h34b0bcb5,32'h391c0cb3,32'h4ed8aa4a,32'h5b9cca4f,32'h682e6ff3,
    32'h748f82ee,32'h78a5636f,32'h84c87814,32'h8cc70208,32'h90befffa,32'ha4506ceb,32'hbef9a3f7,32'hc67178f2
};
assign tstep = (i-1);
function logic [255:0] sha256_op(input logic [31:0] a, b, c, d, e, f, g, h, w, input logic [7:0] t);
    logic [31:0] S1, S0, ch, maj, t1, t2;  
begin
	S0 = rightrotate(a,2) ^ rightrotate(a,13) ^ rightrotate(a,22);
   maj = (a & b) ^ (a & c) ^ (b & c);
	t2 = S0 + maj;
	S1 = rightrotate(e,6) ^ rightrotate(e,11) ^ rightrotate(e,25);
	ch = (e & f) ^ ((~e) & g);
	t1 = h + S1 + ch + k[t] + w;
	sha256_op = {t1 + t2, a, b, c, d + t1, e, f, g};
end
endfunction
function logic [31:0] wtnew(input logic [31:0] w[16]);
	logic [31:0] s1, s0;  
begin
	s0 = rightrotate(w[1],7) ^ rightrotate(w[1],18) ^ (w[1] >> 3);
	s1 = rightrotate(w[14],17) ^ rightrotate(w[14],19) ^ (w[14] >> 10);
	wtnew = w[0] + s0 + w[9] + s1;
end
endfunction
function logic [31:0] word_expansion_multi(input logic [31:0] w[NUM_NONCES][64], input logic[31:0] n, input logic[7:0] i);
    logic [31:0] s1, s0;  
begin
	s0 = rightrotate(w[n][i-15],7) ^ rightrotate(w[n][i-15],18) ^ (w[n][i-15] >> 3);
	s1 = rightrotate(w[n][i-2],17) ^ rightrotate(w[n][i-2],19) ^ (w[n][i-2] >> 10);
	word_expansion_multi = w[n][i-16] + s0 + w[n][i-7] + s1;
end
endfunction
function logic [31:0] rightrotate(input logic [31:0] x,input logic [ 7:0] r);
begin 
	rightrotate = (x >> r) | (x << (32 - r));
end
endfunction
logic [31:0] ha[NUM_NONCES][8];
logic [31:0] fh0, fh1, fh2, fh3, fh4, fh5, fh6, fh7;
logic [31:0] a, b, c, d, e, f, g, h;
logic [31:0] an[NUM_NONCES], bn[NUM_NONCES], cn[NUM_NONCES], dn[NUM_NONCES], en[NUM_NONCES], fn[NUM_NONCES], gn[NUM_NONCES], hn[NUM_NONCES];
always_ff @(posedge clk, negedge reset_n) begin
	if (!reset_n) begin
		state <= IDLE;
	end
	else case (state)
		IDLE: begin 
			if(start) begin
				cur_we <= 1'b0;
				offset <= 0;
				cur_addr <= message_addr;
				cur_write_data <= 32'h0;
				pass <= 1;
				j <= 0;
				state <= READ;
			end
		end
		READ: begin
			if (offset < 20) begin
				message[offset-1] <= mem_read_data;
				offset <= offset + 1;
				cur_we <= 1'b0;
				state <= READ;
			end
			else begin
				n <= 0;
				i <= 0;
				offset <= 0;
				state <= BLOCK1;
			end
		end
		BLOCK1: begin
			w[0] <= message[0];		
			w[1] <= message[1];
			w[2] <= message[2];
			w[3] <= message[3];
			w[4] <= message[4];
			w[5] <= message[5];
			w[6] <= message[6];
			w[7] <= message[7];
			w[8] <= message[8];
			w[9] <= message[9];
			w[10] <= message[10];
			w[11] <= message[11];
			w[12] <= message[12];
			w[13] <= message[13];
			w[14] <= message[14];
			w[15] <= message[15];
			fh0 <= 32'h6a09e667;
			fh1 <= 32'hbb67ae85;
			fh2 <= 32'h3c6ef372;
			fh3 <= 32'ha54ff53a;
			fh4 <= 32'h510e527f;
			fh5 <= 32'h9b05688c;
			fh6 <= 32'h1f83d9ab;
			fh7 <= 32'h5be0cd19;
			a <= 32'h6a09e667;
			b <= 32'hbb67ae85;
			c <= 32'h3c6ef372;
			d <= 32'ha54ff53a;
			e <= 32'h510e527f;
			f <= 32'h9b05688c;
			g <= 32'h1f83d9ab;
			h <= 32'h5be0cd19;
			n <= 0;
			i <= 0;
			state <= COMPUTE1;
		end
		COMPUTE1: begin
			if(i<64) begin
				w[0]<=w[1];
				w[1]<=w[2];
				w[2]<=w[3];
				w[3]<=w[4];
				w[4]<=w[5];
				w[5]<=w[6];
				w[6]<=w[7];
				w[7]<=w[8];
				w[8]<=w[9];
				w[9]<=w[10];
				w[10]<=w[11];
				w[11]<=w[12];
				w[12]<=w[13];
				w[13]<=w[14];
				w[14]<=w[15];
				w[15]<=wtnew(w);
				{a,b,c,d,e,f,g,h} <= sha256_op(a, b, c, d, e, f, g, h, w[0], i);
				i <= i+1;
				state <= COMPUTE1;
			end
			else begin 
				fh0 <= fh0 + a;
				fh1 <= fh1 + b;	
				fh2 <= fh2 + c;	
				fh3 <= fh3 + d;	
				fh4 <= fh4 + e;	
				fh5 <= fh5 + f;	
				fh6 <= fh6 + g;
				fh7 <= fh7 + h;			
				i<=0;
				n<=0;
				state <= BLOCK2;	
			end
		end
		BLOCK2: begin
			if(n<NUM_NONCES) begin
				wn[n][0] <= message[16];
				wn[n][1] <= message[17];
				wn[n][2] <= message[18];
				wn[n][3] <= n+j;	
				wn[n][4] <= 32'h80000000;
				wn[n][5] <= 32'h00000000;
				wn[n][6] <= 32'h00000000;
				wn[n][7] <= 32'h00000000;
				wn[n][8] <= 32'h00000000;
				wn[n][9] <= 32'h00000000;
				wn[n][10] <= 32'h00000000;
				wn[n][11] <= 32'h00000000;
				wn[n][12] <= 32'h00000000;
				wn[n][13] <= 32'h00000000;
				wn[n][14] <= 32'h00000000;
				wn[n][15] <= 32'd640;
				ha[n][0] <= fh0;
				ha[n][1] <= fh1;
				ha[n][2] <= fh2;
				ha[n][3] <= fh3;
				ha[n][4] <= fh4;
				ha[n][5] <= fh5;
				ha[n][6] <= fh6;
				ha[n][7] <= fh7;
				an[n] <= fh0;
				bn[n] <= fh1;
				cn[n] <= fh2;
				dn[n] <= fh3;
				en[n] <= fh4;
				fn[n] <= fh5;
				gn[n] <= fh6;
				hn[n] <= fh7;
				n <= n+1;
				state <= BLOCK2;
			end
			else begin
				n<=0;
				i<=0;
				state <= COMPUTE2;
			end
		end	
		COMPUTE2: begin
			if(n<NUM_NONCES) begin
				if(i<64) begin			
					wn[n][0]<=wn[n][1];
					wn[n][1]<=wn[n][2];
					wn[n][2]<=wn[n][3];
					wn[n][3]<=wn[n][4];
					wn[n][4]<=wn[n][5];
					wn[n][5]<=wn[n][6];
					wn[n][6]<=wn[n][7];
					wn[n][7]<=wn[n][8];
					wn[n][8]<=wn[n][9];
					wn[n][9]<=wn[n][10];
					wn[n][10]<=wn[n][11];
					wn[n][11]<=wn[n][12];
					wn[n][12]<=wn[n][13];
					wn[n][13]<=wn[n][14];
					wn[n][14]<=wn[n][15];
					wn[n][15]<=wtnew(wn[n]);
					{an[n],bn[n],cn[n],dn[n],en[n],fn[n],gn[n],hn[n]} <= sha256_op(an[n], bn[n], cn[n], dn[n], en[n], fn[n], gn[n], hn[n], wn[n][0], i);
					i <= i+1;
					state <= COMPUTE2;
				end	
				else begin			
					ha[n][0] <= ha[n][0] + an[n];
					ha[n][1] <= ha[n][1] + bn[n];	
					ha[n][2] <= ha[n][2] + cn[n];	
					ha[n][3] <= ha[n][3] + dn[n];	
					ha[n][4] <= ha[n][4] + en[n];	
					ha[n][5] <= ha[n][5] + fn[n];	
					ha[n][6] <= ha[n][6] + gn[n];
					ha[n][7] <= ha[n][7] + hn[n];
					n <= n+1;
					i <= 0;
					state <= COMPUTE2;	
				end
			end
			else begin
				n<=0;
				i<=0;
				state <= BLOCK3;
			end
		end
		BLOCK3: begin
			if(n<NUM_NONCES) begin
				wn[n][0] <= ha[n][0];
				wn[n][1] <= ha[n][1];
				wn[n][2] <= ha[n][2];
				wn[n][3] <= ha[n][3];
				wn[n][4] <= ha[n][4];
				wn[n][5] <= ha[n][5];
				wn[n][6] <= ha[n][6];
				wn[n][7] <= ha[n][7];
				wn[n][8] <= 32'h80000000;
				wn[n][9] <= 32'h00000000;
				wn[n][10] <= 32'h00000000;
				wn[n][11] <= 32'h00000000;
				wn[n][12] <= 32'h00000000;
				wn[n][13] <= 32'h00000000;
				wn[n][14] <= 32'h00000000;
				wn[n][15] <= 32'd256;
				ha[n][0] <= 32'h6a09e667;
				ha[n][1] <= 32'hbb67ae85;
				ha[n][2] <= 32'h3c6ef372;
				ha[n][3] <= 32'ha54ff53a;
				ha[n][4] <= 32'h510e527f;
				ha[n][5] <= 32'h9b05688c;
				ha[n][6] <= 32'h1f83d9ab;
				ha[n][7] <= 32'h5be0cd19;
				an[n] <= 32'h6a09e667;
				bn[n] <= 32'hbb67ae85;
				cn[n] <= 32'h3c6ef372;
				dn[n] <= 32'ha54ff53a;
				en[n] <= 32'h510e527f;
				fn[n] <= 32'h9b05688c;
				gn[n] <= 32'h1f83d9ab;
				hn[n] <= 32'h5be0cd19;
				n <= n+1;
				state <= BLOCK3;
			end
			else begin		
				n<=0;
				i<=0;
				state <= COMPUTE3;
			end
		end
		COMPUTE3: begin
			if(n<NUM_NONCES) begin
				if(i<64) begin			
					wn[n][0]<=wn[n][1];
					wn[n][1]<=wn[n][2];
					wn[n][2]<=wn[n][3];
					wn[n][3]<=wn[n][4];
					wn[n][4]<=wn[n][5];
					wn[n][5]<=wn[n][6];
					wn[n][6]<=wn[n][7];
					wn[n][7]<=wn[n][8];
					wn[n][8]<=wn[n][9];
					wn[n][9]<=wn[n][10];
					wn[n][10]<=wn[n][11];
					wn[n][11]<=wn[n][12];
					wn[n][12]<=wn[n][13];
					wn[n][13]<=wn[n][14];
					wn[n][14]<=wn[n][15];
					wn[n][15]<=wtnew(wn[n]);
					{an[n],bn[n],cn[n],dn[n],en[n],fn[n],gn[n],hn[n]} <= sha256_op(an[n], bn[n], cn[n], dn[n], en[n], fn[n], gn[n], hn[n], wn[n][0], i);
					i <= i+1;
					state <= COMPUTE3;
				end	
				else begin			
					ha[n][0] <= ha[n][0] + an[n];
					ha[n][1] <= ha[n][1] + bn[n];	
					ha[n][2] <= ha[n][2] + cn[n];	
					ha[n][3] <= ha[n][3] + dn[n];	
					ha[n][4] <= ha[n][4] + en[n];	
					ha[n][5] <= ha[n][5] + fn[n];	
					ha[n][6] <= ha[n][6] + gn[n];
					ha[n][7] <= ha[n][7] + hn[n];
					n <=n+1;
					i<=0;
					state <= COMPUTE3;	
				end
			end
			else begin
				offset <= 0;
				n<=0;
				i<=0;
				state <= WRITE;
			end  				
		end
		WRITE: begin
			if(i<NUM_NONCES) begin
				cur_addr <= output_addr + i + j;
				cur_write_data <= ha[i][0];
				cur_we <= 1'b1;
				state <= WRITE;
				i <= i+1;
			end
			else begin
				if(pass==1)begin
					pass<=pass-1;
					state <= BLOCK2;
					i<=0;
					n<=0;
					j<=8;
				end
				else begin
					state <= IDLE;
					i<=0;
					j<=0;
				end
			end
		end
	endcase
end
assign done = (state == IDLE);
endmodule
--- design/flow/run.sh ---
#!/bin/bash
# OpenROAD 26Q1-2900-gdf79404cd8, Yosys 0.63+post, stock flow scripts
make -C /OpenROAD-flow-scripts/flow DESIGN_CONFIG=/design/flow/config.mk WORK_HOME=/design/flow/orfs finish
--- design/flow/config.mk ---
export PLATFORM = sky130hd
export DESIGN_NAME = bitcoin_hash
export DESIGN_NICKNAME = bitcoin_hash
export VERILOG_FILES = /design/flow/design.v
export SDC_FILE = /design/flow/constraint.sdc
export NUM_CORES = 4
export LEC_CHECK = 1
export CORE_UTILIZATION = 40
export SYNTH_HDL_FRONTEND = slang
export SYNTH_MEMORY_MAX_BITS = 65536
--- design/flow/constraint.sdc ---
current_design bitcoin_hash

set clk_period 110.7
set clk_io_pct 0.2

create_clock -name clk0 -period $clk_period [get_ports {clk}]

set non_clock_inputs [all_inputs -no_clocks]
set_input_delay [expr $clk_period * $clk_io_pct] -clock clk0 $non_clock_inputs
set_output_delay [expr $clk_period * $clk_io_pct] -clock clk0 [all_outputs]
==> results.txt <==
run status -> complete, no violations
synth cell count leaders -> 9,932 x sky130_fd_sc_hd__edfxtp_1, 3,285 x sky130_fd_sc_hd__o21ai_0, 1,975 x sky130_fd_sc_hd__nor2_1
Sequential cell area -> 299,000 µm²
transition time at the pin with the least slew margin -> 1.44 ns
number of synthesized register bits -> 9,947
Most common cell on crit path -> sky130_fd_sc_hd__clkbuf_16
most used standard cell by instance count after synthesis -> sky130_fd_sc_hd__edfxtp_1
FF-to-FF setup slack -> 96.77 ns
Via density -> 6.06
global routing usage summed across all routing layers -> 32.3%
number of warnings in the stage logs -> 64
proportion of layout cells with a drive suffix above 1 -> 17.6%
number of design-rule violations left by the first detailed-router iteration -> 25,000
final-layout setup total negative slack -> 0 ns
Worst Path Arrival -> 55.99 ns
Routed WL -> 1720 mm
worst path required time -> 88.56 ns
number of warning messages in the yosys log -> 0
Non-Filler Instances -> 48,100
global route overflow -> 0
number of pins exceeding their max-slew limit in the final report -> 0
setup repair after global routing missed its margin -> false
Post-Synthesis Cells -> 31,300
floorplan die area -> 1,150,000 µm²
DRC Markers -> 0
number of hold violations in the final report -> 0
setup violators final -> 0
Max-cap violations -> 0
Yosys cell types -> 116
fill cell count -> 97,300
relative max-transition margin -> 2.88%
core footprint -> 1,140,000 µm²
placer's final routability congestion estimate -> 1.03
pre-placement core utilization -> 40.2%
Antenna Nets Post-Route -> 0
half-perimeter wire length of the detailed placement result -> 1180 mm
HP Class -> flop to flop
post-CTS setup buffer count -> 0
post-synthesis cell type with the largest combined area -> sky130_fd_sc_hd__edfxtp_1
drt wl/cell -> 35.8 µm
pin count of the biggest net entering global routing -> 145
Rows -> 392
yosys cell count -> 31,300
slowest cell on the critical path -> sky130_fd_sc_hd__clkdlybuf4s50_1
first-pass GRT wire length -> 2370 mm
CTS tree -> built
stage delay of the slowest cell on the critical path -> 0.39 ns
area taken by multi-input logic gates -> 150,000 µm²
CP cell instances -> clkbuf_16, clkbuf_16, clkdlybuf4s50_1
total placed cells including tap cells -> 46,100
Worst path top cell family by delay -> buffers and inverters
Area contributors post-synth -> sky130_fd_sc_hd__edfxtp_1 65%, sky130_fd_sc_hd__mux4_2 7.9%, sky130_fd_sc_hd__o21ai_0 3.6%
number of enable-type register cells in the synthesized netlist -> 9,932
number of global-route vias before repair -> 300,000
die span in x -> 1.07 mm
total number of vias -> 292,000
clock insertion delay at the later pin of the skew report -> 1.40 ns
register share after synthesis -> 65.2%
antenna violations before repair -> 232
Worst Setup Path Type -> clock port to output pin
share of synthesized registers carrying an async set or reset -> 0.0905%
area fraction of the dominant cell type after synthesis -> 65.2%
Clock Skews -> 0.120 ns
clk slew on worst S/H paths -> 0.07 ns
area grow syn2layout -> 13.3%
boundary pin count -> 118
startpoint kind of the worst setup timing path -> clock port
Port Buf Inserts -> 117
Max FO, Critical Path -> 4
mean post-synth cell area -> 14.6 µm²
height of the die -> 1.07 mm
Chip Area, Yosys -> 458,000 µm²
Buf/Inv on CP -> 3
most used flip-flop cell after synthesis -> sky130_fd_sc_hd__edfxtp_1
netlist area before placement -> 458,000 µm²
type of element capturing the critical path -> output pin
count of hold buffers inserted by post-cts repair -> 0
number of optimization iterations in the first detailed-route pass -> 7
Post-CTS Resized -> 0
==> final cells by class <==
type | instances | share of cell area [%]
Antenna cell | 150 | 0.0724
Clock buffer | 1273 | 5.39
Clock inverter | 638 | 1.35
Inverter | 854 | 0.620
Multi-Input combinational cell | 18500 | 28.9
Sequential cell | 9947 | 57.6
Tap cell | 15200 | 3.66
Timing Repair Buffer | 1565 | 2.43
==> layer usage <==
layer	vias up	part of all wire [%]	global-route usage [%]
met5	-	0.37	3.43
met4	250	8.9	21.0
met3	4485	19	26.2
met2	21000	41	42.0
met1	143000	30	35.9
li1	123000	-	-
==> worst paths after layout <==
kind | from | to | cells past startpoint
max in group asynchronous | reset_n | async pin | 2
hold reg to reg | message[9][28]$_DFFE_PP_ | w[220]$_DFFE_PP_ | 1
hold / removal | message[9][28]$_DFFE_PP_ | w[220]$_DFFE_PP_ | 1
min in group asynchronous | reset_n | state[4]$_DFF_PN0_ | 2
setup / recovery | clk | mem_clk | 3
setup reg to reg | n[1]$_DFFE_PP_ | flop | 45
==> kinds of logic (layout without fill, tap and decap cells) <==
logic type / Yosys count / in the layout / share of synthesized area [%]
AND-OR/OR-AND: 7382 / 7382 / 9.31
XOR/XNOR: 1194 / 1194 / 2.29
adder cells (fa/ha/maj): 1233 / 1233 / 4.00
buffers and inverters: 2818 / 4330 / 2.37
flip-flops: 9947 / 9947 / 65.2
multiplexers: 3025 / 3025 / 11.2
other: 1 / 190 / 0.000819
AND/OR/NAND/NOR: 5658 / 5658 / 5.55
==> metrics by stage <==
step           setup slack, ns  instance area, µm²  hold slack [ns]  util (%)
6_report                 32.57              519000            0.484      45.5
5_1_grt                  32.56              518000            0.500      45.5
4_1_cts                  32.56              518000            0.498      45.5
3_5_place_dp             32.84              483000            0.505      42.4
3_3_place_gp             32.84              483000            0.516      42.4
2_1_floorplan            33.11              458000            0.456         -
==> cells in the final DEF, fill, tap and decap left out, types with 149 or more instances in the layout <==
cell / count
sky130_fd_sc_hd__edfxtp_1: 9932
sky130_fd_sc_hd__o21ai_0: 3282
sky130_fd_sc_hd__nor2_1: 1907
sky130_fd_sc_hd__nand2_1: 1740
sky130_fd_sc_hd__a21oi_1: 1618
sky130_fd_sc_hd__mux4_2: 1605
sky130_fd_sc_hd__buf_4: 1405
sky130_fd_sc_hd__clkbuf_16: 1089
sky130_fd_sc_hd__mux2_2: 886
sky130_fd_sc_hd__inv_1: 846
sky130_fd_sc_hd__ha_1: 814
sky130_fd_sc_hd__xnor2_1: 750
sky130_fd_sc_hd__o22ai_1: 749
sky130_fd_sc_hd__nand3_1: 684
sky130_fd_sc_hd__mux2i_1: 516
sky130_fd_sc_hd__xor2_1: 418
sky130_fd_sc_hd__fa_1: 395
sky130_fd_sc_hd__a21o_1: 338
sky130_fd_sc_hd__a22oi_1: 316
sky130_fd_sc_hd__nand2b_1: 236
sky130_fd_sc_hd__clkinv_1: 219
sky130_fd_sc_hd__clkbuf_1: 183
sky130_fd_sc_hd__clkinv_2: 172
sky130_fd_sc_hd__nor3_1: 168
sky130_fd_sc_hd__and2_1: 152
sky130_fd_sc_hd__diode_2: 150
sky130_fd_sc_hd__o21a_1: 149
