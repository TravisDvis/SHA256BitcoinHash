--- ./run.sh ---
#!/bin/bash
# OpenROAD 26Q1-2900-gdf79404cd8, Yosys 0.63+post, stock flow scripts
make -C /OpenROAD-flow-scripts/flow DESIGN_CONFIG=/design/flow/config.mk WORK_HOME=/design/flow/orfs finish
--- ./config.mk ---
export PLATFORM = sky130hd
export DESIGN_NAME = simplified_sha256
export DESIGN_NICKNAME = simplified_sha256
export VERILOG_FILES = /design/flow/design.v
export SDC_FILE = /design/flow/constraint.sdc
export NUM_CORES = 4
export LEC_CHECK = 1
export CORE_UTILIZATION = 40
export SYNTH_HDL_FRONTEND = slang
--- ./constraint.sdc ---
current_design simplified_sha256

set clk_period 547.9
set clk_io_pct 0.2

create_clock -name clk0 -period $clk_period [get_ports {clk}]

set non_clock_inputs [all_inputs -no_clocks]
set_input_delay [expr $clk_period * $clk_io_pct] -clock clk0 $non_clock_inputs
set_output_delay [expr $clk_period * $clk_io_pct] -clock clk0 [all_outputs]
--- ./design.v ---
module simplified_sha256 #(parameter integer NUM_OF_WORDS = 20)(
 input logic  clk, reset_n, start,
 input logic  [15:0] message_addr, output_addr,
 output logic done, mem_clk, mem_we,
 output logic [15:0] mem_addr,
 output logic [31:0] mem_write_data,
 input logic [31:0] mem_read_data);
enum logic [2:0] {IDLE, READ, BLOCK1, COMPUTE1, BLOCK2, COMPUTE2, WRITE} state;
logic [31:0] w[64];
logic [31:0] message[20];
logic [31:0] ha[8];
logic [31:0] a, b, c, d, e, f, g, h;
logic [ 7:0] i, j;
logic [15:0] offset;  
logic [ 7:0] num_blocks;
logic        cur_we;
logic [15:0] cur_addr;
logic [31:0] cur_write_data;
logic [512:0] memory_block[2];
logic [ 7:0] tstep;
parameter int k[0:63] = '{
   32'h428a2f98,32'h71374491,32'hb5c0fbcf,32'he9b5dba5,32'h3956c25b,32'h59f111f1,32'h923f82a4,32'hab1c5ed5,
   32'hd807aa98,32'h12835b01,32'h243185be,32'h550c7dc3,32'h72be5d74,32'h80deb1fe,32'h9bdc06a7,32'hc19bf174,
   32'he49b69c1,32'hefbe4786,32'h0fc19dc6,32'h240ca1cc,32'h2de92c6f,32'h4a7484aa,32'h5cb0a9dc,32'h76f988da,
   32'h983e5152,32'ha831c66d,32'hb00327c8,32'hbf597fc7,32'hc6e00bf3,32'hd5a79147,32'h06ca6351,32'h14292967,
   32'h27b70a85,32'h2e1b2138,32'h4d2c6dfc,32'h53380d13,32'h650a7354,32'h766a0abb,32'h81c2c92e,32'h92722c85,
   32'ha2bfe8a1,32'ha81a664b,32'hc24b8b70,32'hc76c51a3,32'hd192e819,32'hd6990624,32'hf40e3585,32'h106aa070,
   32'h19a4c116,32'h1e376c08,32'h2748774c,32'h34b0bcb5,32'h391c0cb3,32'h4ed8aa4a,32'h5b9cca4f,32'h682e6ff3,
   32'h748f82ee,32'h78a5636f,32'h84c87814,32'h8cc70208,32'h90befffa,32'ha4506ceb,32'hbef9a3f7,32'hc67178f2
};
assign num_blocks = 2; 
assign tstep = (i - 1);
function logic [255:0] sha256_op(input logic [31:0] a, b, c, d, e, f, g, h, w,
                                 input logic [7:0] t);
    logic [31:0] S1, S0, ch, maj, t1, t2;  
begin
    S1 = rightrotate(e, 6) ^ rightrotate(e, 11) ^ rightrotate(e, 25);
    ch = (e & f) ^ ((~e) & g);
    t1 = h + S1 + ch + k[t] + w;
    S0 = rightrotate(a,2) ^ rightrotate(a,13) ^ rightrotate(a,22);
    maj = (a & b) ^ (a & c) ^ (b & c);
    t2 = S0 + maj;
    sha256_op = {t1 + t2, a, b, c, d + t1, e, f, g};
end
endfunction
function logic [31:0] word_expansion(input logic [31:0] w[64], logic[7:0] i);
    logic [31:0] s1, s0;  
begin
	s0 = rightrotate(w[i-15],7) ^ rightrotate(w[i-15],18) ^ (w[i-15] >> 3);
	s1 = rightrotate(w[i-2],17) ^ rightrotate(w[i-2],19) ^ (w[i-2] >> 10);
	word_expansion= w[i-16] + s0 + w[i-7] + s1;
end
endfunction
assign mem_clk = clk;
assign mem_addr = cur_addr + offset;
assign mem_we = cur_we;
assign mem_write_data = cur_write_data;
function logic [31:0] rightrotate(input logic [31:0] x, input logic [ 7:0] r);
begin
	rightrotate = (x >> r) | (x << (32 - r));
end	
endfunction
always_ff @(posedge clk, negedge reset_n)
begin
  if (!reset_n) begin
    cur_we <= 1'b0;
    state <= IDLE;
  end 
  else case (state)
    IDLE: begin 
       if(start) begin
			ha[0] <= 32'h6a09e667;
			ha[1] <= 32'hbb67ae85;
			ha[2] <= 32'h3c6ef372;
			ha[3] <= 32'ha54ff53a;
			ha[4] <= 32'h510e527f;
			ha[5] <= 32'h9b05688c;
			ha[6] <= 32'h1f83d9ab;
			ha[7] <= 32'h5be0cd19;
			cur_we <= 1'b0;
			offset <= 0;
			cur_addr <= message_addr;
			cur_write_data <= 32'h0;
			state <= READ;
       end
    end
    READ: begin
		if (offset < 21) begin
			message[offset-1] <= mem_read_data;
			offset <= offset + 1;
			cur_we <= 1'b0;
			state <= READ;
		end
		else begin
			i <= 0;
			offset <= 0;
			state <= BLOCK1;
			cur_we <= 1'b1;
		end
	end
    BLOCK1: begin
		w[0] <= message[0];
		w[1] <= message[1];
		w[2] <= message[2];	
		w[3] <= message[3];
		w[4] <= message[4];
		w[5] <= message[5];
		w[6] <= message[6];
		w[7] <= message[7];
		w[8] <= message[8];
		w[9] <= message[9];
		w[10] <= message[10];
		w[11] <= message[11];
		w[12] <= message[12];
		w[13] <= message[13];
		w[14] <= message[14];
		w[15] <= message[15];
		ha[0] <= 32'h6a09e667;
		ha[1] <= 32'hbb67ae85;
		ha[2] <= 32'h3c6ef372;
		ha[3] <= 32'ha54ff53a;
		ha[4] <= 32'h510e527f;
		ha[5] <= 32'h9b05688c;
		ha[6] <= 32'h1f83d9ab;
		ha[7] <= 32'h5be0cd19;
		a <= 32'h6a09e667;
		b <= 32'hbb67ae85;
		c <= 32'h3c6ef372;
		d <= 32'ha54ff53a;
		e <= 32'h510e527f;
		f <= 32'h9b05688c;
		g <= 32'h1f83d9ab;
		h <= 32'h5be0cd19;
		i <= 0;
		state <= COMPUTE1;
    end
    COMPUTE1: begin
		if(i<=64) begin
			if (i<16) begin
				{a,b,c,d,e,f,g,h} <= sha256_op(a, b, c, d, e, f, g, h, w[i], i);
				i <= i+1;
				state <= COMPUTE1;
			end
			else begin 
				w[i] <= word_expansion(w,i);		
				if(i!=16) begin
					{a,b,c,d,e,f,g,h} <= sha256_op(a, b, c, d, e, f, g, h, w[tstep], tstep);
				end
				i <= i+1;
				state <= COMPUTE1;
			end
		end
		else begin			
			ha[0] <= ha[0] + a;
			ha[1] <= ha[1] + b;	
			ha[2] <= ha[2] + c;	
			ha[3] <= ha[3] + d;	
			ha[4] <= ha[4] + e;	
			ha[5] <= ha[5] + f;	
			ha[6] <= ha[6] + g;
			ha[7] <= ha[7] + h;
			i <= 0;
			state <= BLOCK2;	
		end
	end
	BLOCK2: begin
		w[0] <= message[16];
		w[1] <= message[17];
		w[2] <= message[18];	
		w[3] <= message[19];
		w[4] <= 32'h80000000;
		w[5] <= 32'h00000000;
		w[6] <= 32'h00000000;
		w[7] <= 32'h00000000;
		w[8] <= 32'h00000000;
		w[9] <= 32'h00000000;
		w[10] <= 32'h00000000;
		w[11] <= 32'h00000000;
		w[12] <= 32'h00000000;
		w[13] <= 32'h00000000;
		w[14] <= 32'h00000000;
		w[15] <= 32'd640;
		a <= ha[0];
		b <= ha[1];
		c <= ha[2];
		d <= ha[3];
		e <= ha[4];
		f <= ha[5];
		g <= ha[6];
		h <= ha[7];
		i<=0;
		state <= COMPUTE2;
    end
	 COMPUTE2: begin
		if (i<=64) begin
			if (i<16) begin
				{a,b,c,d,e,f,g,h} <= sha256_op(a, b, c, d, e, f, g, h, w[i], i);
				i <= i+1;
				state <= COMPUTE2;
			end
			else begin 
				w[i] <= word_expansion(w,i);
				if(i!=16) begin
					{a,b,c,d,e,f,g,h} <= sha256_op(a, b, c, d, e, f, g, h, w[tstep], tstep);
				end
				i <= i+1;
				state <= COMPUTE2;
			end
		end
		else begin
			ha[0] <= ha[0] + a;
			ha[1] <= ha[1] + b;	
			ha[2] <= ha[2] + c;	
			ha[3] <= ha[3] + d;	
			ha[4] <= ha[4] + e;	
			ha[5] <= ha[5] + f;	
			ha[6] <= ha[6] + g;
			ha[7] <= ha[7] + h;
			offset <= 0;
			i <= 0;
			state <= WRITE;
		end
	end 
	WRITE: begin
		if(i<8) begin
			cur_addr <= output_addr + i;
			cur_write_data <= ha[i];
			state <= WRITE;
			i <= i+1;
			cur_we <= 1'b1;
		end
		else begin
			state <= IDLE;
			i <= 0;
		end
	end
endcase
end
assign done = (state == IDLE);
endmodule
==> ci_impl_report.md <==
### Flow metrics

| Metric | Value |
|---|---|
| Die Y | roughly 740 µm |
| Post-synth ARST share | 0.2437% |
| Post-synth top area cell | edfxtp_1 |
| Layout area overhead | 11.39% |
| Number of enable flip-flop cells | 3272 |
| Pre-Repair DR Iteration Count | 6 |
| Filler cell count | between 40000 and 50000 |
| RSZ-0062 raised after global routing | false |
| Distinct cells, synth | between 90 and 100 |
| Final wirelength | 966000 µm |
| CTS tree | done |
| Mean Syn Cell Area | between 10 and 15 µm² |
| Hold crit path type | reg -> reg |
| Die X | roughly 740 µm |
| Synth Instances | approximately 16000 |
| Cell chain of the critical path | clkbuf_16 > clkbuf_16 > clkdlybuf4s50_1 |
| Layout Skew | 102.9 ps |
| Die area | ~550000 µm² |
| Antenna violations before repair | between 100 and 150 |
| Hold path startpoint | message[14][6] |
| Top-area cell share | 44.71% |
| Tightest Pin Transition | approximately 1300 ps |
| Yosys chip area | between 200000 and 250000 µm² |
| Final max-slew violation count | 0 |
| Via-to-Cell Ratio | between 6 and 7 |
| Cell area leaders | edfxtp_1 45%, mux4_2 24%, mux2i_1 3.6% |
| Seq/Total Area, Yosys | roughly 45% |
| 1st-iter DRT viols | between 15000 and 20000 |
| Max-cap violations | 0 |
| # DRC | 0 |
| Ys flops | 3283 |
| GRT Overall Usage | 37.60% |
| Bufs and invs on worst path | 3 |
| Crit path max-delay family | buffers and inverters |
| Grt ovf | 0 |
| GPL Wtd Cong | around 1.1 |
| Hold_buf cts | 0 |
| Largest net degree at the start of global routing | ~110 |
| Status | finished, final reports clean |
| Main flop type | edfxtp_1 |
| Critical Path Fanout Max | 2 |
| Hold Path Sink | w[1574] |
| Number of top-level pins | between 100 and 150 |
| Hold Crit Depth | 2 |
| CP Launch Type | clock port |
| Tool Warnings | roughly 84 |
| Worst R2R Path Depth | just over 40 |
| IO buf count | 117 |
| Dpl hpwl | ~690000 µm |
| Worst Path Arrival | approximately 270000 ps |
| Setup bufs post-CTS | 0 |
| CP max stage cell | clkdlybuf4s50_1 |
| Worst setup EP type | output port |
| Final count of hold timing violations | 0 |
| Pre-Place Util | between 40% and 50% |
| First-pass GRT wire length | approximately 1300000 µm |
| FP Rows | 271 |
| Vias in the first global route | roughly 160k |
| Post-Syn Area | 219800 µm² |
| Relative slew slack | between 10 and 15% |
| RR Startpoint | i[1] |
| Synth Warn # | 0 |
| Cell repeated most along the worst path | clkbuf_16 |
| Latest clock arrival within the worst-skew pair | 1210 ps |
| Total number of vias | about 160k |
| Capture point of the worst reg-to-reg path | a[31] |
| Avg WL per Cell | 40.29 µm |
| Setup TNS | 0 ps |
| Post-CTS Resized | 0 |
| Minimum hold slack | about 500 ps |
| Detail Route Antenna Nets | 0 |
| # Cells Yosys | 16290 |
| Placeable Area | 545900 µm² |
| Crit path required time | ~440000 ps |
| Setup slack, reg-to-reg | roughly 530000 ps |
| CP Class | clk -> out |
| Worst-path clk slew | approximately 60 ps |
| Share of cells above drive strength 1 | between 20 and 25% |
| Critical path's largest stage delay | 380 ps |
| Final setup violation count | 0 |
-- synthesized netlist by cell type (all sizes together), types with 75 or more instances --
cell type and instances:
nand2 1410, nand3 174, a21oi 852, buf 453, xnor2 412, mux4 2335
a22o 96, mux2 124, ha 544, nand2b 147, o221ai 115, a32oi 75
a31oi 170, and2 98, inv 415, clkbuf 872, nor2 889, a21o 204
xor2 261, o21ai 972, nor3 129, fa 167, mux2i 801, o21a 77
edfxtp 3272, a211oi 100, a22oi 241
-- stage by stage --
step	cells	instance area, µm²	worst slack, ps	utilization [%]
after floorplan	16300	219800	164270	-
after global placement	23140	231900	164000	42.48
after detailed placement	23140	231900	164000	42.48
after CTS	23820	244400	163730	44.77
after global routing	23920	244600	163720	44.81
final	23980	244800	163740	44.84
-- kinds of logic after synthesis --
| kind of cell | synth area share, % |
|---|---|
| flops | 44.83 |
| xor+xnor | 2.689 |
| other cells | 0.001706 |
| fa+ha+maj | 4.764 |
| simple gates | 6.231 |
| compound gates | 9.916 |
| mux | 28.21 |
| buf+inv | 3.354 |
-- worst max path at each step --
stage | startpoint | to | slack, ps | depth (start not counted)
after CTS | clk | mem_clk | 163730 | 3
final | clk | mem_clk | 163740 | 3
after global routing | clk | mem_clk | 163720 | 3
-- routing by layer --
| metal | global-route usage (%) | part of all wire (%) | vias up |
|---|---|---|---|
| li1 | - | - | 65570 |
| met1 | 41.24 | 30 | 79620 |
| met2 | 49.95 | 42 | 11910 |
| met3 | 27.79 | 18 | 2480 |
| met4 | 26.06 | 9.3 | 150 |
| met5 | 9.836 | 0.67 | - |
-- placed cells by master, fill, tap and decap left out, types with 55 or more instances in the layout --
master / netlist / routed
nor2_1: 888 / 810
a22o_1: 96 / 96
mux2i_1: 801 / 794
nand2b_1: 147 / 145
nor3_1: 128 / 125
a21o_1: 204 / 204
a31oi_1: 170 / 167
nand2_1: 1410 / 1405
diode_2: 0 / 155
xnor2_1: 410 / 381
fa_1: 167 / 166
ha_1: 544 / 536
o211ai_1: 56 / 56
mux4_2: 2335 / 2335
a32oi_1: 75 / 75
and2_1: 92 / 92
a211oi_1: 100 / 98
o21a_1: 77 / 77
xor2_1: 261 / 259
and3_1: 60 / 59
mux2_2: 124 / 124
clkinv_2: 0 / 60
edfxtp_1: 3272 / 3272
clkdlybuf4s50_1: 0 / 117
a311oi_1: 59 / 55
clkinv_1: 2 / 71
o21ai_0: 963 / 945
nor2b_1: 73 / 67
clkbuf_16: 0 / 384
nand3_1: 173 / 164
inv_1: 411 / 407
nor2_4: 0 / 77
o22ai_1: 61 / 61
buf_4: 105 / 786
a22oi_1: 241 / 241
a21oi_1: 852 / 851
o221ai_1: 115 / 115
clkbuf_1: 872 / 63
-- final cells by class --
cell class | count | area (µm²) | share of cell area (%)
diodes | 155 | 387.9 | 0.1585
clock inverters | 233 | 2611 | 1.067
clock buffers | 450 | 9883 | 4.037
well taps | 7234 | 9051 | 3.698
repair buffers | 926 | 7542 | 3.081
inverters | 417 | 1593 | 0.6507
multi-input cells | 11280 | 115200 | 47.06
flip-flops and latches | 3283 | 98530 | 40.25
-- worst reg2reg max path: cells and delay by family (launching register included) --
kind                       cells  cell delay [ps]
AOI/OAI and AO/OA             18             5630
buffers and inverters          9             3860
adders and majority gates      5             2300
and+or+nand+nor                7              810
DFF                            1              450
xor gates and xnor gates       2              400
